## flow/run.sh

```bash
#!/bin/bash
# OpenROAD 26Q1-2900-gdf79404cd8, Yosys 0.63+post, stock flow scripts
make -C /OpenROAD-flow-scripts/flow DESIGN_CONFIG=/design/flow/config.mk WORK_HOME=/design/flow/orfs finish
```

## flow/config.mk

```make
export PLATFORM = sky130hd
export DESIGN_NAME = ps2scan
export DESIGN_NICKNAME = ps2scan
export VERILOG_FILES = /design/flow/design.v
export SDC_FILE = /design/flow/constraint.sdc
export NUM_CORES = 4
export LEC_CHECK = 1
export CORE_UTILIZATION = 30
```

## flow/constraint.sdc

```tcl
current_design ps2scan

set clk_period 2.6
set clk_io_pct 0.2

create_clock -name clk0 -period $clk_period [get_ports {clk}]

set non_clock_inputs [all_inputs -no_clocks]
set_input_delay [expr $clk_period * $clk_io_pct] -clock clk0 $non_clock_inputs
set_output_delay [expr $clk_period * $clk_io_pct] -clock clk0 [all_outputs]
```

## flow/design.v

```verilog
module ps2scan(clk,rst,ps2k_clk,ps2k_data,ps2_byte,ps2_state,led,wei,seg);
 input clk;
 input rst;
 input ps2k_clk;
 input ps2k_data;
 output [3:0] wei;
 output [7:0] seg;
 output led;
 output [7:0] ps2_byte; 
 output ps2_state; 
 reg led;
 reg [15:0] count;
 integer num1,a,b;
 initial begin
  num1 = 0;
  a = 0;
  b = 0;
 end
 always @(posedge clk or negedge rst)
  if(!rst)
   count <= 16'b0;
  else begin
   count <= count+1'b1;
   if(count == 16'hffff)
    begin
     count <= 16'b0;
     num1 <= num1+1;
     if(num1 == 4)
      num1 <= 0;
    end
  end
 reg ps2k_clk_r0,ps2k_clk_r1,ps2k_clk_r2; 
 wire neg_ps2k_clk; 
 always @(posedge clk or negedge rst) begin
  if(!rst) begin
   ps2k_clk_r0 <= 1'b0;
   ps2k_clk_r1 <= 1'b0;
   ps2k_clk_r2 <= 1'b0;
  end
  else begin
   ps2k_clk_r0 <= ps2k_clk; 
   ps2k_clk_r1 <= ps2k_clk_r0;
   ps2k_clk_r2 <= ps2k_clk_r1;
  end
 end
 assign neg_ps2k_clk = ~ps2k_clk_r1 & ps2k_clk_r2;
 reg [7:0] ps2_byte_r; 
 reg [7:0] temp_data; 
 reg [3:0] num; 
 always @(posedge clk or negedge rst) begin
  if(!rst) begin
   num <= 4'd0;
   temp_data <= 8'd0;
  end
  else if(neg_ps2k_clk) begin
   case(num)
    4'd0: num <= num+1'b1;
    4'd1: begin
       num <= num+1'b1;
       temp_data[0] <= ps2k_data;
      end
    4'd2: begin
       num <= num+1'b1;
       temp_data[1] <= ps2k_data;
      end
    4'd3: begin
       num <= num+1'b1;
       temp_data[2] <= ps2k_data;
      end
    4'd4: begin
       num <= num+1'b1;
       temp_data[3] <= ps2k_data;
      end
    4'd5: begin
       num <= num+1'b1;
       temp_data[4] <= ps2k_data;
      end
    4'd6: begin
       num <= num+1'b1;
       temp_data[5] <= ps2k_data;
      end
    4'd7: begin
       num <= num+1'b1;
       temp_data[6] <= ps2k_data;
      end
    4'd8: begin
       num <= num+1'b1;
       temp_data[7] <= ps2k_data;
      end
    4'd9: begin
       num <= num+1'b1;
      end
    4'd10: begin
       num <= 4'd0;
      end
    default: ;
    endcase
  end 
 end
 reg key_f0; 
 reg ps2_state_r; 
 always @(posedge clk or negedge rst) begin
  if(!rst) begin
   key_f0 <= 1'b0;
   ps2_state_r <= 1'b0;
  end
  else if(num==4'd10) 
   begin
    if(temp_data == 8'hf0) begin
     key_f0 <= 1'b1;
     led <= 0;
     end
    else begin
     if(!key_f0) begin 
      ps2_state_r <= 1'b1;
      led <= 1;
      ps2_byte_r <= temp_data;
     end
     else begin
      ps2_state_r <= 1'b0;
      key_f0 <= 1'b0;
     end
    end
   end 
 end
 reg [7:0] ps2_asci;
 always @(ps2_byte_r) begin
  case(ps2_byte_r)
   8'h15: ps2_asci <= 8'h51; 
   8'h1d: ps2_asci <= 8'h57; 
   8'h24: ps2_asci <= 8'h45; 
   8'h2d: ps2_asci <= 8'h52; 
   8'h2c: ps2_asci <= 8'h54; 
   8'h35: ps2_asci <= 8'h59; 
   8'h3c: ps2_asci <= 8'h55; 
   8'h43: ps2_asci <= 8'h49; 
   8'h44: ps2_asci <= 8'h4f; 
   8'h4d: ps2_asci <= 8'h50; 
   8'h1c: ps2_asci <= 8'h41; 
   8'h1b: ps2_asci <= 8'h53; 
   8'h23: ps2_asci <= 8'h44; 
   8'h2b: ps2_asci <= 8'h46; 
   8'h34: ps2_asci <= 8'h47; 
   8'h33: ps2_asci <= 8'h48; 
   8'h3b: ps2_asci <= 8'h4a; 
   8'h42: ps2_asci <= 8'h4b; 
   8'h4b: ps2_asci <= 8'h4c; 
   8'h1a: ps2_asci <= 8'h5a; 
   8'h22: ps2_asci <= 8'h58; 
   8'h21: ps2_asci <= 8'h43; 
   8'h2a: ps2_asci <= 8'h56; 
   8'h32: ps2_asci <= 8'h42; 
   8'h31: ps2_asci <= 8'h4e; 
   8'h3a: ps2_asci <= 8'h4d; 
   default:;
   endcase
 end
 assign ps2_byte = ps2_asci;
 assign ps2_state = ps2_state_r;
endmodule
```

==> flow_summary_export.csv <==
group,metric,value,unit
outcome,status,"completed",
final_timing,untimed_endpoints,10,
synthesis,synth_area_per_cell,8.92,sq um
synthesis,yosys_register_bits,31,
final_timing,unclocked_regs,5,
final_timing,rsz0062_at_grt,"false",
synthesis,yosys_warnings,13,
clock_tree,clockRootBuffer,"clkbuf_8",
placement,gp_congestion,0.862,
synthesis,yosysUniqueCellTypes,48,
global_routing,grt_usage,11.8,%
min_path,hold-path-endpoint,"ps2k_clk_r1",
synthesis,syn_inst,212,
power,clkPwrFrac,24.9,%
synthesis,edf_count,9,
power,comb_power_share,21.4,%
clock_tree,clkTransAtPathRegs,90,ps
drt,drt-total-wl,3480,um
setup_path,r2r_start,"num[2]",
drt,dr.pass1.iters,4,
final_timing,worst_slew_pin_slew,739,ps
power,switching_share,30.0,%
power,ir_worst_vdd,0.471,mV
placement,dp_hpwl,2500,um
finish,drive_above_1_share,8.49,%
clock_tree,cts_hold_buf,0,
setup_path,rr_endpoint,"ps2_byte_r[1]",
synthesis,top_cells_by_area,"dfrtp_1 23%, edfxtp_1 14%, buf_4 6.4%",
flow_run,warning_count,25,
global_routing,antenna_found_initial,0,
clock_tree,cts_buffers,3,
setup_path,critical_path_class,"reg -> reg",
clock_tree,htree_levels,1,
floorplanning,std_cell_rows,28,
clock_tree,cts_tree,"yes",
final_timing,fin_skew,3.76,ps
clock_tree,worstSkewPairLatency,270,ps
floorplanning,floorplanUtilization,31.6,%
min_path,min_path_type,"reg -> reg",
drt,vias_per_cell,4.98,
floorplanning,chipWidth,81.4,um
setup_path,worst_setup_path_end_kind,"register",
synthesis,async_reset_ff_share,54.8,%
setup_path,worstPathArrival,1940,ps
drt,drc,0,
finish,areaGrowthSynthToFinish,7.48,%
placement,io_buffers,10,
flow_run,maxCapViolCount,0,
drt,drt_iter0_drc,116,
final_timing,relSlewSlack,50.7,%
power,p_int,915,uW
global_routing,grt_pass1_vias,1271,
final_timing,hold_viol_final,0,
synthesis,yosys_cells,212,
drt,diodes,0,
final_timing,final_max_slew_viol_count,0,
global_routing,grt_overflow,0,
floorplanning,dieHeight,81.4,um
floorplanning,chipArea,6620,sq um
floorplanning,core_area,5990,sq um
power,seqPwrFrac,53.7,%
final_timing,period_minus_slack,1960,ps
synthesis,flop_cell,"dfrtp_1",
drt,wire_per_inst,12.1,um
final_timing,fin_crit_sh,75.3,%
drt,vias,1430,
setup_path,critPathMaxFanout,14,
setup_path,rr_worst_depth,4,
min_path,hp-start,"ps2k_clk_r0",
clock_tree,ctsResizeCount,0,
clock_tree,clockBufferDepth,2,
power,power.switching,392,uW
finish,final_util,33.9,%
power,cellLeakagePower,0.000766,uW
synthesis,yosysTopAreaCellShare,22.5,%
global_routing,grt_pass1_wl,6040,um
setup_path,crit_path_start_kind,"register",
synthesis,synth.cell_area,1890,sq um
power,p_per_area,644,nW/um^2
final_timing,setup_viol,0,
synthesis,top_area_cell,"dfrtp_1",
final_timing,fin_setup_tns,0,ps
floorplanning,io_pins,26,
setup_path,critPathRequiredTime,2580,ps
global_routing,grt_max_degree,23,
setup_path,r2r_setup_slack,640,ps
min_path,whs_path_depth,0,
final_timing,timing.fmax,511,MHz
clock_tree,cts_setup_buffers,0,
synthesis,ys_area,1890,sq um
drt,ant_nets,0,
logic make-up after synthesis:
family,synth area share [%]
buf+inv,11.3
xor+xnor,2.78
other cells,0.397
mux,5.89
latches,3.97
simple gates,24.2
flops,36.8
compound gates,14.7
cells in the mapped netlist, types with 4 or more instances:
| master | instances |
|---|---|
| o21ai_0 | 12 |
| mux2_2 | 9 |
| nand3_1 | 8 |
| buf_2 | 9 |
| nand2b_1 | 9 |
| nand2_1 | 17 |
| o32ai_1 | 5 |
| nor2_1 | 15 |
| buf_4 | 16 |
| a21oi_1 | 9 |
| nor3_1 | 11 |
| inv_1 | 7 |
| edfxtp_1 | 9 |
| dlxtn_1 | 5 |
| dfrtp_1 | 17 |
| xnor2_1 | 5 |
| o31ai_1 | 4 |
layout make-up:
class                           instances  area (sq um)
Inverter                                7          26.3
Multi-Input combinational cell        158           955
Timing Repair Buffer                   12           115
Clock inverter                          1          30.0
Clock buffer                            3          41.3
Tap cell                               75          93.8
Fill cell                             606          3960
Sequential cell                        31           771
layer usage:
metal	track usage, %	up-vias	share of wire [%]
met5	0	-	0
li1	-	734	-
met4	1.07	0	0.98
met2	18.8	35	46
met3	0.912	5	3.4
met1	18.4	656	49
registers in the layout (all words and copies together) (netlist names):
name / flops
ps2k_clk_r2: 1
ps2_state_r: 1
ps2k_clk_r1: 1
key_f0: 1
ps2k_clk_r0: 1
led: 1
num: 4
ps2_asci: 5
ps2_byte_r: 8
temp_data: 8
power by group through the flow:
stage / combinational [uW] / sequential (uW) / clock, uW
after global routing: 322 / 726 / 352
final: 280 / 702 / 326
after CTS: 283 / 701 / 333
worst max-delay path, stage by stage (launching register included):
cell,delay [ps]
dfrtp_1,520
nor4bb_1,610
nand2_1,150
nor3_1,210
buf_4,190
worst max path at each step:
| stage | slack [ps] | to | start | cells after the start |
|---|---|---|---|---|
| 4_1_cts | 730 | ps2_byte_r[1] | num[2] | 4 |
| 5_1_grt | 470 | ps2_byte_r[2] | num[2] | 4 |
| 6_report | 640 | ps2_byte_r[1] | num[2] | 4 |
layout by cell type, fill, tap and decap left out, types with 2 or more instances in the layout:
master and count:
a211oi_1 2, nand2b_1 9, a21oi_1 9, and4_1 2, nor4_1 3, xnor2_1 5
conb_1 15, nand3_1 8, inv_1 7, nor4b_1 3, nand3b_1 2, edfxtp_1 9
o22ai_1 2, o31ai_1 4, clkdlybuf4s50_1 10, dlxtn_1 5, mux2_2 9, o32ai_1 5
nand2_1 17, o211ai_1 2, clkbuf_8 3, nor2_1 15, o21ai_0 12, dfrtp_1 17
buf_4 2, nor3_1 11, nor2b_1 3
per-stage QoR:
stage / area (sq um) / hold slack [ps] / power [uW] / instances / worst slack (ps)
after global placement: 1960 / 334 / 988 / 283 / 758
final: 2030 / 354 / 1310 / 287 / 642
after floorplan: 1940 / 224 / 913 / 225 / 482
after CTS: 2030 / 355 / 1320 / 287 / 735
after global routing: 2030 / 362 / 1400 / 287 / 467
after detailed placement: 1960 / 335 / 991 / 283 / 741
No activity file was given, so power comes from the tool's default toggle rates.

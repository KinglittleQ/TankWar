**flow/design.v**
```verilog
module PS2 (
    input clk_100mhz,
    input ps2_clk,
    input ps2_data,
    output reg press,
    output reg[7:0] ascii
    );
wire[7:0] prev_data, data;
wire ready;
ps2_keyboard M0 (
    .clk(clk_100mhz),
    .clrn(1'b1),
    .ps2_clk(ps2_clk),
    .ps2_data(ps2_data),
    .rdn(1'b0),
    .data(data),
    .prev_data(prev_data),
    .ready(ready),
    .overflow()
    );
always @(posedge clk_100mhz) begin
    if (ready) begin
        if (prev_data != 8'hF0) begin
            press <= 1'b1;
        end
        else begin
            press <= 1'b0;
        end
        case (data)
            8'h1c: ascii <= 8'h61;  
            8'h32: ascii <= 8'h62;  
            8'h21: ascii <= 8'h63;  
            8'h23: ascii <= 8'h64;  
            8'h24: ascii <= 8'h65;  
            8'h2b: ascii <= 8'h66;  
            8'h34: ascii <= 8'h67;  
            8'h33: ascii <= 8'h68;  
            8'h43: ascii <= 8'h69;  
            8'h3b: ascii <= 8'h6A;  
            8'h42: ascii <= 8'h6B;  
            8'h4b: ascii <= 8'h6C;  
            8'h3a: ascii <= 8'h6D;  
            8'h31: ascii <= 8'h6E;  
            8'h44: ascii <= 8'h6F;  
            8'h4d: ascii <= 8'h70;  
            8'h15: ascii <= 8'h71;  
            8'h2d: ascii <= 8'h72;  
            8'h1b: ascii <= 8'h73;  
            8'h2c: ascii <= 8'h74;  
            8'h3c: ascii <= 8'h75;  
            8'h2a: ascii <= 8'h76;  
            8'h1d: ascii <= 8'h77;  
            8'h22: ascii <= 8'h78;  
            8'h35: ascii <= 8'h79;  
            8'h1a: ascii <= 8'h7A;  
            8'h45: ascii <= 8'h30;  
            8'h16: ascii <= 8'h31;  
            8'h1e: ascii <= 8'h32;  
            8'h26: ascii <= 8'h33;  
            8'h25: ascii <= 8'h34;  
            8'h2e: ascii <= 8'h35;  
            8'h36: ascii <= 8'h36;  
            8'h3d: ascii <= 8'h37;  
            8'h3e: ascii <= 8'h38;  
            8'h46: ascii <= 8'h39;  
            8'h29: ascii <= 8'h20;  
            8'h66: ascii <= 8'h08;  
            8'h5a: ascii <= 8'h0D;  
            default: ascii <= 8'h00;
        endcase
    end
end
endmodule
module ps2_keyboard (
    input clk, 
    input clrn, 
    input ps2_clk, 
    input ps2_data, 
    input rdn, 
    output [7:0] data,
    output [7:0] prev_data,
    output ready, overflow
    );
reg overflow;        
reg [3:0] count;         
reg [9:0] buffer;        
reg [7:0] fifo[7:0];     
reg [2:0] w_ptr, r_ptr;  
reg [2:0] ps2_clk_sync;
always @ (posedge clk) begin
    ps2_clk_sync <= {ps2_clk_sync[1:0],ps2_clk};
end
wire sampling = ps2_clk_sync[2] & ~ps2_clk_sync[1];
always @ (posedge clk) begin
    if (clrn == 0) begin
        count <= 0;
        w_ptr <= 0;
        r_ptr <= 0;
        overflow <= 0;
    end 
    else if (sampling) begin
        if (count == 4'd10) begin
            if (buffer[0] == 0 && ps2_data) begin  
                fifo[w_ptr] <= buffer[8:1];   
                w_ptr <= w_ptr + 3'd1;
                overflow <= overflow |  (r_ptr == (w_ptr + 3'd1));
            end  
            count <= 0;  
        end 
        else begin
            buffer[count] <= ps2_data;    
            count <= count + 3'd1;    
        end
    end
    if (!rdn && ready) begin
        r_ptr <= r_ptr + 3'd1;
        overflow <= 0;
    end
end
assign ready = (w_ptr != r_ptr);
assign data = fifo[r_ptr];
assign prev_data = fifo[r_ptr - 1'b1];
endmodule
```
**flow/run.sh**
```bash
#!/bin/bash
# OpenROAD 26Q1-2900-gdf79404cd8, Yosys 0.63+post, stock flow scripts
make -C /OpenROAD-flow-scripts/flow DESIGN_CONFIG=/design/flow/config.mk WORK_HOME=/design/flow/orfs finish
```
**flow/config.mk**
```make
export PLATFORM = sky130hd
export DESIGN_NAME = PS2
export DESIGN_NICKNAME = PS2
export VERILOG_FILES = /design/flow/design.v
export SDC_FILE = /design/flow/constraint.sdc
export NUM_CORES = 4
export LEC_CHECK = 1
export CORE_UTILIZATION = 50
```
**flow/constraint.sdc**
```tcl
current_design PS2

set clk_period 3.8
set clk_io_pct 0.2

create_clock -name clk0 -period $clk_period [get_ports {clk_100mhz}]

set non_clock_inputs [all_inputs -no_clocks]
set_input_delay [expr $clk_period * $clk_io_pct] -clock clk0 $non_clock_inputs
set_output_delay [expr $clk_period * $clk_io_pct] -clock clk0 [all_outputs]
```
==> impl_metrics.yaml <==
# implementation run metrics
outcome:
  status: "complete, no violations"
yosys:
  largest_area_cell: "edfxtp_1"
  syn_area_um2: 5110
  synthArstFlopShare: 0
  synth_chip_area_um2: 5110
  mux_area_frac: 0.133
  synthAoiAreaFrac: 0.0955
  adder_share: 0.0343
  ys_seq_frac: 0.558
  yosys.area_share.xor_xnor: 0.0206
  synth_flops: 97
  ys_cells: 381
  post_synth_num_cell_types: 58
  top_area_frac: 0.535
  synth.logic.top_family: "multiplexers"
  edf_count: 91
  yosysWarnings: 2
  synth.area.top_cells: "edfxtp_1, mux4_1, ha_1"
  simple_gate_share: 0.117
  ys.flop_type: "edfxtp_1"
  syn_avg_cell_area_um2: 13.4
  synth_cells: 381
sta:
  hold_viol: 0
  fin_worst_skew_ns: 0.00831
  slew_viol_final: 0
  tightest_slew_ns: 0.761
  relSlewSlack: 0.491
  grt_setup_unrepaired: "false"
  fmax_mhz: 328
  setup_tns_ns: 0
  setup_viol_count_final: 0
  min_period_ns: 3.05
  fin_crit_sh: 0.802
hold_path:
  worstHoldStart: "M0.ps2_clk_sync[0]"
  min_path_type: "flop to flop"
clock_network:
  cts_tree: "done"
  clk-insertion-delay-late_ns: 0.36
  post_cts_buffers: 0
  cts_root_buffer: "clkbuf_8"
  cts_resized: 0
  cts_htree_levels: 3
  cts.sinks: 97
  clkTransAtPathRegs_ns: 0.09
  cts_made_buffers: 9
  clockBufferDepth: 2
  postCtsHoldBufs: 0
floorplan:
  initial_core_util: 0.520
  fp-row-count: 36
  coreArea_um2: 9820
  ios: 12
  fp.dieW_um: 103
  fp.dieArea_um2: 10600
  die_height_um: 103
setup_path:
  cp_max_fo: 11
  worstSetupEndpointType: "flop"
  cp.required_ns: 3.95
  worstPathArrival_ns: 3.19
  timing_worst_setup_path_type: "flop to flop"
  start_kind: "flop"
placed_design:
  gp_congestion: 0.990
  place_inst: 515
  hpwl_mm: 7.89
  io_buffers: 10
route:
  vias: 3175
  routed_wl_mm: 10.6
  wire_per_inst_um: 20.0
  drt_first_pass_iters: 4
  viasPerCell: 5.99
  drt_iter0_markers: 153
  drc_errors: 0
  diodes: 0
  final_antenna_net_count: 0
layout:
  drive_gt1_frac: 0.128
  fin_cells: 530
  layout_top_cell: "edfxtp_1"
  area_growth_pct: 7.62
  final_cell_mix: "edfxtp_1, o21ai_0, nand2_1, nor2_1, nor3_1"
power_and_ir_drop:
  ir_drop_uv: 357
  p_leak_uw: 0.00184
  p_per_area_nw_per_um2: 748
global_route:
  grt_pass1_wl_mm: 16.9
  grt_antenna_before_repair: 0
  grt_overflow: 0
  grt_use_total: 0.238
  grt_pass1_vias: 3221
  grt_max_degree: 26
run:
  openroad.warnings: 34
  maxCapViolations: 0
-- area by class of cell --
cell class              count  area [µm²]
fillers                   815        4320
flip-flops and latches     97        2850
multi-input cells         249        2050
repair buffers             22         190
well taps                 133         166
clock buffers              12         145
inverters                  14        52.6
clock inverters             3        42.5
-- final timing paths --
check                             to  slack (ns)  depth (start not counted)
setup / recovery            ascii[2]        0.75                          9
hold / removal    M0.ps2_clk_sync[1]        0.34                          0
setup reg to reg            ascii[2]        0.75                          9
hold reg to reg   M0.ps2_clk_sync[1]        0.34                          0
-- metrics by stage --
step	worst slack [ns]	total power, µW	cell area, µm²	hold slack [ns]	util
after global routing	0.572	4380	5500	0.359	0.560
after floorplan	1.07	3070	5110	0.310	-
after CTS	0.735	4110	5500	0.343	0.560
final	0.753	4110	5500	0.339	0.560
after detailed placement	0.785	3460	5310	0.322	0.541
after global placement	0.742	3480	5310	0.315	0.541
-- report_power, final --
group          switching [µW]  total (µW)  internal, µW
clock                     332         651           318
combinational            1240        2100           867
sequential               82.0        1360          1280
total                    1650        4110          2460
-- cell usage after synthesis (2+ instances only) --
library cell	number
xor2_1	5
dfxtp_1	6
nand2_1	25
edfxtp_1	91
buf_2	6
nand2b_1	5
and4b_1	4
and3b_1	2
buf_4	4
a21oi_1	12
nor3b_1	6
mux2i_4	4
nor3_1	23
mux2_2	8
o22ai_1	3
mux4_1	10
xnor2_1	7
nor2b_1	5
o211ai_1	2
mux4_2	7
ha_1	14
o31ai_1	2
clkbuf_1	5
a311o_1	3
inv_1	13
o21bai_1	2
nand3_1	7
mux2i_1	5
buf_6	5
a22oi_1	2
o21ai_0	26
a31oi_1	5
nand4_1	5
nor2_1	25
mux2_4	2
and4_1	3
-- sequential cells by signal (all words and copies together) (netlist names), named ones only --
signal and flops:
ascii 7, M0.fifo 64, M0.buffer 9, M0.w_ptr 3
M0.count 4, M0.r_ptr 3, M0.ps2_clk_sync 3, press 1
-- metal layers --
| metal | part of all wire | global-route usage |
|---|---|---|
| met1 | 0.41 | 0.346 |
| met2 | 0.48 | 0.365 |
| met4 | 0.027 | 0.0542 |
| met5 | 0 | 0 |
| met3 | 0.083 | 0.0972 |
-- critical path: stages (launching register included) --
cell,delay [ns]
dfxtp_1,0.35
buf_4,0.20
mux4_1,0.56
mux2_2,0.31
inv_1,0.14
ha_1,0.40
o21ai_0,0.15
o221a_1,0.23
a21boi_1,0.13
o31ai_1,0.36
-- logic make-up after synthesis --
group                    Yosys count
adder cells (fa/ha/maj)           14
multiplexers                      36
other                              1
AND/OR/NAND/NOR                  115
buffers and inverters             35
flip-flops                        97
AND-OR/OR-AND                     71
XOR/XNOR                          12
Power figures rest on the tool's default switching activity, not on a simulated workload.
